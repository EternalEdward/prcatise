File: flow/config.mk
export PLATFORM = sky130hd
export DESIGN_NAME = PC
export DESIGN_NICKNAME = PC
export VERILOG_FILES = /design/flow/design.v
export SDC_FILE = /design/flow/constraint.sdc
export NUM_CORES = 4
export LEC_CHECK = 1
export CORE_AREA = 10 10 90 90
export DIE_AREA = 0 0 100 100
File: flow/run.sh
#!/bin/bash
# OpenROAD 26Q1-2900-gdf79404cd8, Yosys 0.63+post, stock flow scripts
make -C /OpenROAD-flow-scripts/flow DESIGN_CONFIG=/design/flow/config.mk WORK_HOME=/design/flow/orfs finish
File: flow/constraint.sdc
current_design PC

set clk_period 4.6
set clk_io_pct 0.2

create_clock -name clk0 -period $clk_period [get_ports {clk}]

set non_clock_inputs [all_inputs -no_clocks]
set_input_delay [expr $clk_period * $clk_io_pct] -clock clk0 $non_clock_inputs
set_output_delay [expr $clk_period * $clk_io_pct] -clock clk0 [all_outputs]
File: flow/design.v
module PC(
    input clk,
    input rst,
    output reg en,
    output reg[31:0] pc
    );
    reg [31:0] pc;
    always @(posedge clk)begin
        if(rst == 1'b1)begin
            ce <= 1'b0;
        end
        else begin
            ce <= 1'b1;
        end
    end
    always @(posedge clk)begin
        if(rst == 1'b1)begin
            pc <= 32'h00000000; 
        end
        else begin
            pc <= pc + 32'h4;
        end
    end
endmodule
==> run notes <==
The horizontal die size was 100 µm. The OpenROAD warning count is 25. The global placement routability congestion was 0.793.

Clock tree synthesis selected as its root buffer the cell clkbuf_8. The number of distinct library cells after synthesis was 30; the maximum net fanout on the critical path was 10. The required arrival time at the worst endpoint is 3.68 ns, and the fraction of final layout cells with drive strength greater than 1 is 4.55%. The run gives 41.1% for the area fraction of the dominant cell type after synthesis.

The synthesized-area fraction occupied by adder cells came out at 0.856%. The tools report the standard cell core area as 6280 µm². The synthesized design contains 0 enable-type register cells. For this run, asynchronously set or reset flops after synthesis account for 0%.

In the finished design, the share of the clock period the worst path needs comes to 49.5%. In this run the core area contains 29 standard-cell rows. The buffering stage count on the worst path with inverters included works out to 1. The class of the tightest hold or removal check is register to register. The run gives 0.000138 V for the worst ir drop on vdd.

The met1 track utilization from global routing was 10.4%. The synthesis report lists the most area-consuming cells as dfxtp_1 41%, and4_1 5.4%, xor2_1 5.4%, a21oi_1 4.8%, nand4_1 4.3%. Across the routed clock network, the largest skew measured is 0.00162 ns.

After detailed placement, the design holds a cell count of 269. The OpenROAD report gives the critical path a data arrival time of 1.36 ns. Per the GRT congestion report, total overflow comes to 0. The DRC violation total left in the routed layout is recorded as 0.

In this run, the synthesized area fraction spent on AND-OR/OR-AND gates is recorded as 11.6%. The die is 100 µm tall. The clock H-tree reported by CTS has 2 levels.

During placement, the flow inserted port buffers numbering 31. The sequential fraction of the synthesis area was 41.1%; the sum of net half-perimeters after detailed placement was 2570 µm. For the number of clock sinks, the log shows 30. The report lists the cells along the critical path as clkdlybuf4s50_1.

The register with the most flip-flops in the final layout is pc. Synthesis produced 170 cells. Slowest cell on the critical path: clkdlybuf4s50_1.

The global routing stage identified its most utilized layer as met1. The maximum clock frequency is 440 MHz. The cell-mix breakdown from Yosys lists the XOR/XNOR area share as 7.19%.

The skew report gives the latency at the later pin of the worst-skew pair as 0.27 ns. Ranking logic cells in the layout by count gives the top entries 31 x clkdlybuf4s50_1, 30 x dfxtp_1, 14 x nor2_1, 14 x a21oi_1, 11 x nand3_1. Critical path startpoint category: a register.

The dominant kind of combinational cell was simple AND/OR/NAND/NOR gates. Once detail routing completed, the nets flagged for antenna violations numbered 0. Grouping stages by cell kind, the critical path spends the most delay in buffers and inverters. The maximum number of pins on one net before global-route repair was 32; the leakage component of the power was 0.612 nW.

Clock tree synthesis inserted a total of 5 buffers. Looking at the worst setup and hold paths, the clock pins of their registers show a slew of 0.06 ns. The flip-flop count of the largest register, all copies and words added came out at 30.

Post-synth the commonest register cell is dfxtp_1. TritonCTS built the clock tree. The number of register bits inferred by synthesis is 30.

Looking at the setup timing report, the critical path kind is register to output pin. The tools report the initial antenna violation count as 0. The tools report the total die size as 10,000 µm². The number of hold buffers added after CTS was 0. The starting utilization of the core area came out at 23.3%. The endpoint class of the critical path was an output pin.

Setup repair after global routing left no endpoint under its margin. Pins over their slew limit in the final report were tallied at 0. The cell type with the highest aggregate area in the netlist is dfxtp_1. Count of filler cells inserted in the layout: 666. From the final report, the count of setup violators was given as 0. The library cell used most frequently in the layout, excluding fill and tap cells, is clkdlybuf4s50_1. The timing report gives the biggest stage delay along the critical path as 0.55 ns. Endpoints failing hold in the final report were tallied at 0. The area growth from synthesis to layout is 29.6%.

The final antenna diode tally reported by the flow is 0. With the accumulated negative setup slack at 0 ns, the power per standard cell area is 255 nW/µm². The tools report the number of violations reported at the end of detailed-routing iteration 0 as 94. Summing over every cut layer, the via total after detailed routing is 1,298.

With the post-synthesis share of cell area spent on and, or, nand and nor gates at 32.5%, the post-CTS resize count is 0. The minimum clock period is 2.28 ns, and the via count normalized by instance count is 4.72. Across every metal layer, demand over resource in global routing totals 7.28%. Warnings reported by Yosys during synthesis add up to 5. The routing usage on met3 was 3.12%. The run gives 8.60 µm² for the mean instance size in the synthesized netlist.

In the synthesis report, Yosys lists the chip area as 1460 µm². Per the detailed-route log, wirelength across all metal layers totals 3620 µm. The run gives 170 as the post-synthesis cell count from yosys.

The run gives 0 as the max-capacitance violation count. The floorplan report gives the top-level pin count as 35. The run gives 0.771% for the mux contribution to synthesized area. Looking at the post-CTS report, the setup buffer insertion count equals 0. The cell area that synthesis handed to floorplanning was 1460 µm².

The run finished with clean final reports. The run gives 10.2% as the fraction of met2 tracks used by global routing. According to the report, the first pass of detailed routing completed in 4 iterations. The run gives 6100 µm for the wire length of the first global-routing pass. The run gives 275 for the number of standard cells in the layout, taps in and fillers out. The registers reported with the highest flop counts are pc x30. The number of global-route vias before repair is 1,221, and the largest buffer count on any clock path is 2.

Per the detail_route report, routed wire per instance is 13.2 µm.
metal layers:
layer | routed length (µm) | vias up
met5 | 0 | -
met4 | 24 | 0
met3 | 342 | 2
met2 | 1500 | 43
met1 | 1750 | 582
li1 | - | 671
Yosys cell counts, types with 2 or more instances:
master	instances
a21oi_1	14
and2_1	3
and3_1	3
and4_1	9
buf_2	3
buf_4	6
clkbuf_1	3
dfxtp_1	30
inv_1	3
nand2_1	8
nand3_1	11
nand4_1	10
nor2_1	14
nor2b_1	2
nor3_1	3
o21ai_0	6
o21ai_1	3
o31ai_1	5
or3_1	9
or4_1	5
xnor2_1	3
xor2_1	9
layout make-up:
cell class | count | area [µm²] | share of cell area, %
multi-input combinational | 127 | 786 | 41.5
sequential | 30 | 601 | 31.7
inverter | 3 | 11.3 | 0.594
clock buffer | 6 | 82.6 | 4.36
tap | 77 | 96.3 | 5.09
timing repair buffer | 32 | 318 | 16.8
report_power, final:
| part | switching (mW) | internal (mW) |
|---|---|---|
| logic | 0.00633 | 0.00696 |
| registers | 0.00283 | 0.262 |
| clock network | 0.0903 | 0.115 |
| total | 0.0995 | 0.384 |
path summary, 6_finish.rpt:
path / from / cells past startpoint / slack (ns) / end
max reg2reg: pc[2] / 5 / 2.67 / pc[26]
min reg2reg: pc[31] / 2 / 0.48 / pc[31]
max: pc[6] / 1 / 2.32 / pc[6]
min: pc[31] / 2 / 0.48 / pc[31]
cell families (layout without fill, tap and decap cells):
group	Yosys count	count (layout)
AOI/OAI and AO/OA	30	30
and+or+nand+nor	80	80
muxes	1	1
xor gates and xnor gates	12	12
other	1	3
buffers and inverters	15	41
adders and majority gates	1	1
DFF	30	30
per-stage QoR:
stage | instance area [µm²] | util, % | setup slack [ns] | total power, mW | hold slack (ns)
floorplan | 1470 | - | 2.95 | 0.278 | 0.426
global placement | 1810 | 28.9 | 2.43 | 0.284 | 0.464
detailed placement | 1810 | 28.9 | 2.42 | 0.284 | 0.470
CTS | 1890 | 30.2 | 2.28 | 0.492 | 0.481
global route | 1890 | 30.2 | 2.24 | 0.507 | 0.515
finish | 1890 | 30.2 | 2.32 | 0.484 | 0.480
Power and IR drop assume default switching activity.
